==> flow/run.sh <==
#!/bin/bash
# OpenROAD 26Q1-2900-gdf79404cd8, Yosys 0.63+post, stock flow scripts
make -C /OpenROAD-flow-scripts/flow DESIGN_CONFIG=/design/flow/config.mk WORK_HOME=/design/flow/orfs finish
==> flow/config.mk <==
export PLATFORM = sky130hd
export DESIGN_NAME = cam
export DESIGN_NICKNAME = cam
export VERILOG_FILES = /design/flow/design.v
export SDC_FILE = /design/flow/constraint.sdc
export NUM_CORES = 4
export LEC_CHECK = 1
export CORE_UTILIZATION = 30
export SYNTH_HDL_FRONTEND = slang
==> flow/constraint.sdc <==
current_design cam

set clk_period 30.6
set clk_io_pct 0.2

create_clock -name clk0 -period $clk_period [get_ports {clk}]

set non_clock_inputs [all_inputs -no_clocks]
set_input_delay [expr $clk_period * $clk_io_pct] -clock clk0 $non_clock_inputs
set_output_delay [expr $clk_period * $clk_io_pct] -clock clk0 [all_outputs]
==> flow/design.v <==
`timescale 1ns / 1ps
module cam #(
    parameter DATA_WIDTH = 64,
    parameter ADDR_WIDTH = 5,
    parameter CAM_STYLE = "SRL",
    parameter SLICE_WIDTH = 4
)
(
    input  wire                     clk,
    input  wire                     rst,
    input  wire [ADDR_WIDTH-1:0]    write_addr,
    input  wire [DATA_WIDTH-1:0]    write_data,
    input  wire                     write_delete,
    input  wire                     write_enable,
    input wire [((DATA_WIDTH + SLICE_WIDTH - 1) / SLICE_WIDTH)-1:0]    select_mask , 
    output wire                     write_busy,
    input  wire [DATA_WIDTH-1:0]    compare_data,
    output wire [2**ADDR_WIDTH-1:0] match_many,
    output wire [2**ADDR_WIDTH-1:0] match_single,
    output wire [ADDR_WIDTH-1:0]    match_addr,
    output wire                     match
);
generate
    if (CAM_STYLE == "SRL") begin
        cam_srl #(
            .DATA_WIDTH(DATA_WIDTH),
            .ADDR_WIDTH(ADDR_WIDTH),
            .SLICE_WIDTH(SLICE_WIDTH)
        )
        cam_inst (
            .clk(clk),
            .rst(rst),
            .write_addr(write_addr),
            .write_data(write_data),
            .write_delete(write_delete),
            .write_enable(write_enable),
            .write_busy(write_busy), 
            .select_mask(select_mask), 
            .compare_data(compare_data),
            .match_many(match_many),
            .match_single(match_single),
            .match_addr(match_addr),
            .match(match)
        );
    end
endgenerate
endmodule
`timescale 1ns / 1ps
module cam_srl #(
    parameter DATA_WIDTH = 64,
    parameter ADDR_WIDTH = 5,
    parameter SLICE_WIDTH = 4
)
(
    input  wire                     clk,
    input  wire                     rst,
    input  wire [ADDR_WIDTH-1:0]    write_addr,
    input  wire [DATA_WIDTH-1:0]    write_data,
    input  wire                     write_delete,
    input  wire                     write_enable,
    input wire [((DATA_WIDTH + SLICE_WIDTH - 1) / SLICE_WIDTH)-1:0]    select_mask ,
    output wire                     write_busy,
    input  wire [DATA_WIDTH-1:0]    compare_data,
    output wire [2**ADDR_WIDTH-1:0] match_many,
    output wire [2**ADDR_WIDTH-1:0] match_single,
    output wire [ADDR_WIDTH-1:0]    match_addr,
    output wire                     match
);
localparam SLICE_COUNT = (DATA_WIDTH + SLICE_WIDTH - 1) / SLICE_WIDTH;
localparam RAM_DEPTH = 2**ADDR_WIDTH;
localparam [1:0]
    STATE_INIT = 2'd0,
    STATE_IDLE = 2'd1,
    STATE_WRITE = 2'd2,
    STATE_DELETE = 2'd3;
reg [1:0] state_reg = STATE_INIT, state_next;
generate 
for (genvar i = 0 ; i < SLICE_COUNT ; i = i +1) begin 
    if (SLICE_WIDTH > DATA_WIDTH-i*SLICE_WIDTH) begin 
        assign compare_data_padded[(SLICE_COUNT-i)*SLICE_WIDTH-1-: SLICE_WIDTH] = compare_data[DATA_WIDTH-i*SLICE_WIDTH-1:0]  ; 
        assign write_data_padded[(SLICE_COUNT-i)*SLICE_WIDTH-1  -: SLICE_WIDTH]  =   write_data[DATA_WIDTH-i*SLICE_WIDTH-1:0] ; 
    end else begin
        assign compare_data_padded[(SLICE_COUNT-i)*SLICE_WIDTH-1 -: SLICE_WIDTH]= compare_data[DATA_WIDTH-i*SLICE_WIDTH-1-:SLICE_WIDTH] ; 
        assign write_data_padded[(SLICE_COUNT-i)*SLICE_WIDTH-1   -: SLICE_WIDTH]  =   write_data[DATA_WIDTH-i*SLICE_WIDTH-1-:SLICE_WIDTH] ; 
    end
end
endgenerate
wire [SLICE_COUNT*SLICE_WIDTH-1:0] compare_data_padded ; 
wire [SLICE_COUNT*SLICE_WIDTH-1:0] write_data_padded   ; 
reg [SLICE_WIDTH-1:0] count_reg = {SLICE_WIDTH{1'b1}}, count_next;
reg [SLICE_COUNT-1:0] shift_data;
reg [RAM_DEPTH-1:0] shift_en;
reg [ADDR_WIDTH-1:0] write_addr_reg = {ADDR_WIDTH{1'b0}}, write_addr_next;
reg [SLICE_COUNT*SLICE_WIDTH-1:0] write_data_padded_reg = {SLICE_COUNT*SLICE_WIDTH{1'b0}}, write_data_padded_next;
reg write_busy_reg = 1'b1;
assign write_busy = write_busy_reg;
reg [RAM_DEPTH-1:0] match_raw_out[SLICE_COUNT-1:0];
reg [RAM_DEPTH-1:0] match_many_raw;
reg [RAM_DEPTH-1:0] match_many_reg = {RAM_DEPTH{1'b0}};
assign match_many = match_many_reg;
integer k;
always @* begin
    match_many_raw = 0 ;  
    for (k = 0; k < SLICE_COUNT; k = k + 1) begin
        match_many_raw = match_many_raw | (~shift_en & match_raw_out[k] & {RAM_DEPTH{select_mask[k]}});  
    end
end
priority_encoder #(
    .WIDTH(RAM_DEPTH),
    .LSB_PRIORITY("HIGH")
)
priority_encoder_inst (
    .input_unencoded(match_many_reg),
    .output_valid(match),
    .output_encoded(match_addr),
    .output_unencoded(match_single)
);
integer i;
genvar row_ind, slice_ind;
generate
    for (row_ind = 0; row_ind < RAM_DEPTH; row_ind = row_ind + 1) begin : row
        for (slice_ind = 0; slice_ind < SLICE_COUNT; slice_ind = slice_ind + 1) begin : slice
            reg [2**SLICE_WIDTH-1:0] srl_mem = {2**SLICE_WIDTH{1'b0}};
            always @* begin
                match_raw_out[slice_ind][row_ind] = srl_mem[compare_data_padded[SLICE_WIDTH * slice_ind +: SLICE_WIDTH]];
            end
            always @(posedge clk) begin
                if (shift_en[row_ind]) begin
                    srl_mem <= {srl_mem[2**SLICE_WIDTH-2:0], shift_data[slice_ind]};
                end
            end
        end
    end
endgenerate
always @(posedge clk) begin
    match_many_reg <= match_many_raw;
end
always @* begin
    state_next = STATE_IDLE;
    count_next = count_reg;
    shift_data = {SLICE_COUNT{1'b0}};
    shift_en = {RAM_DEPTH{1'b0}};
    write_addr_next = write_addr_reg;
    write_data_padded_next = write_data_padded_reg;
    case (state_reg)
        STATE_INIT: begin
            shift_en = {RAM_DEPTH{1'b1}};
            shift_data = {SLICE_COUNT{1'b0}};
            if (count_reg == 0) begin
                state_next = STATE_IDLE;
            end else begin
                count_next = count_reg - 1;
                state_next = STATE_INIT;
            end
        end
        STATE_IDLE: begin
            if (write_enable) begin
                write_addr_next = write_addr;
                write_data_padded_next = write_data_padded;
                count_next = {SLICE_WIDTH{1'b1}};
                if (write_delete) begin
                    state_next = STATE_DELETE;
                end else begin
                    state_next = STATE_WRITE;
                end
            end else begin
                state_next = STATE_IDLE;
            end
        end
        STATE_WRITE: begin
            shift_en = 1'b1 << write_addr;
            for (i = 0; i < SLICE_COUNT; i = i + 1) begin
                shift_data[i] = count_reg == write_data_padded_reg[SLICE_WIDTH * i +: SLICE_WIDTH];
            end
            if (count_reg == 0) begin
                state_next = STATE_IDLE;
            end else begin
                count_next = count_reg - 1;
                state_next = STATE_WRITE;
            end
        end
        STATE_DELETE: begin
            shift_en = 1'b1 << write_addr;
            shift_data = {SLICE_COUNT{1'b0}};
            if (count_reg == 0) begin
                state_next = STATE_IDLE;
            end else begin
                count_next = count_reg - 1;
                state_next = STATE_DELETE;
            end
        end
    endcase
end
always @(posedge clk) begin
    if (rst) begin
        state_reg <= STATE_INIT;
        count_reg <= {SLICE_WIDTH{1'b1}};
        write_busy_reg <= 1'b1;
    end else begin
        state_reg <= state_next;
        count_reg <= count_next;
        write_busy_reg <= state_next != STATE_IDLE;
    end
    write_addr_reg <= write_addr_next;
    write_data_padded_reg <= write_data_padded_next;
end
endmodule
`timescale 1ns / 1ps
module priority_encoder #
(
    parameter WIDTH = 4,
    parameter LSB_PRIORITY = "LOW"
)
(
    input  wire [WIDTH-1:0]         input_unencoded,
    output wire                     output_valid,
    output wire [$clog2(WIDTH)-1:0] output_encoded,
    output wire [WIDTH-1:0]         output_unencoded
);
parameter W1 = 2**$clog2(WIDTH);
parameter W2 = W1/2;
generate
    if (WIDTH == 1) begin
        assign output_valid = input_unencoded;
        assign output_encoded = 0;
    end else if (WIDTH == 2) begin
        assign output_valid = |input_unencoded;
        if (LSB_PRIORITY == "LOW") begin
            assign output_encoded = input_unencoded[1];
        end else begin
            assign output_encoded = ~input_unencoded[0];
        end
    end else begin
        wire [$clog2(W2)-1:0] out1, out2;
        wire valid1, valid2;
        priority_encoder #(
            .WIDTH(W2),
            .LSB_PRIORITY(LSB_PRIORITY)
        )
        priority_encoder_inst1 (
            .input_unencoded(input_unencoded[W2-1:0]),
            .output_valid(valid1),
            .output_encoded(out1)
        );
        priority_encoder #(
            .WIDTH(W2),
            .LSB_PRIORITY(LSB_PRIORITY)
        )
        priority_encoder_inst2 (
            .input_unencoded({{W1-WIDTH{1'b0}}, input_unencoded[WIDTH-1:W2]}),
            .output_valid(valid2),
            .output_encoded(out2)
        );
        assign output_valid = valid1 | valid2;
        if (LSB_PRIORITY == "LOW") begin
            assign output_encoded = valid2 ? {1'b1, out2} : {1'b0, out1};
        end else begin
            assign output_encoded = valid1 ? {1'b0, out1} : {1'b1, out2};
        end
    end
endgenerate
assign output_unencoded = 1 << output_encoded;
endmodule
==> run_results.csv <==
group,metric,value,unit
run_status,status,"finished clean",
global_routing,met3_usage,15.20,%
global_routing,antenna_found_initial,66,
logic_synthesis,ys_area,314100,um2
final_timing,min_period_over_period,35.51,%
floorplan,core_area,1043000,um2
flow_run,drv_cap,0,
logic_synthesis,top_cell_area_share,78.92,%
cells_and_area,fillCellCount,94440,
final_timing,relSlewSlack,10.69,%
logic_synthesis,synth_area,314100,um2
placed_design,place_hpwl,520500,um
floorplan,dieArea,1051000,um2
placed_design,pre_cts_slack,19350,ps
clock_network,cts-root-buf,"clkbuf_16",
final_timing,setup_slack,19730,ps
logic_synthesis,syn_inst,13660,
global_routing,busiest_layer,"met2",
hold_path,hold_depth,0,
global_routing,grt_util_all_layers,16.30,%
clock_network,cts_tree,"yes",
power_and_ir_drop,p_per_area,62.68,nW/um2
global_routing,grt_use_met2,22.50,%
worst_setup_path,arrival,4750,ps
worst_setup_path,start_kind,"register",
final_timing,slew_violations,0,
logic_synthesis,top_cell,"edfxtp_1",
logic_synthesis,ys_seq_share,79.18,%
global_routing,grt_pass1_wl,1159000,um
clock_network,insertion_delay,1190,ps
drt,vias_per_cell,5.043,
final_timing,setup_violations,0,
drt,wl_per_cell,27.40,um
clock_network,hold_buffers,0,
drt,drc,0,
worst_setup_path,crit_type,"reg2out",
floorplan,fp.dieH,1025,um
global_routing,grt_pass1_vias,163600,
drt,drtIter0Drc,11360,
placed_design,place.port_buffers,223,
logic_synthesis,common_cells,"edfxtp_1 (8256), mux4_2 (1803), mux2i_1 (680)",
final_timing,tightest_slew,1329,ps
logic_synthesis,edf_count,8256,
logic_synthesis,synth_cell_types,79,
final_timing,final.setup.tns,0,ps
logic_synthesis,ys.flops,8297,
drt,detail_route.wirelength,801200,um
logic_synthesis,area_leaders,"edfxtp_1 (79%), mux4_2 (13%), mux2i_1 (2.2%)",
worst_setup_path,crit_fanout,16,
worst_setup_path,rr_worst_depth,8,
floorplan,io_pins,224,
worst_setup_path,crit_required,24480,ps
clock_network,cts_buffer_depth,4,
worst_setup_path,crit_path_end_kind,"primary output",
logic_synthesis,ys.warnings.count,0,
logic_synthesis,ys_cells,13660,
logic_synthesis,ys_async_sr_fraction,0,%
cells_and_area,synthToLayoutAreaGrowth,15.10,%
clock_network,cts_setup_buffers,0,
global_routing,grt_start_max_net_pins,138,
placed_design,place.gp.congestion,0.8793,
final_timing,period_minus_slack,10870,ps
floorplan,rows,375,
final_timing,fmax,92.03,MHz
final_timing,skew,106.6,ps
logic_synthesis,largest_area_cell,"edfxtp_1",
cells_and_area,drive_above_1_share,24.47,%
logic_synthesis,synthFlopType,"edfxtp_1",
clock_network,cts_htree_levels,6,
clock_network,cts.repair.resized,0,
clock_network,cts-buffers-inserted,828,
final_timing,hold_viol,0,
global_routing,gr-total-overflow,0,
hold_path,hold_class,"reg2reg",
drt,ant_nets,0,
final_timing,rsz0062_at_grt,"false",
global_routing,use_met1,18.20,%
power_and_ir_drop,p_leak,137.7,nW
cells_and_area,largest_register_ffs,8192,
power_and_ir_drop,irDropWorstVdd,71.19,uV
floorplan,die_w,1025,um
drt,vias,147500,
flow_run,log.warning_count,66,
logic_synthesis,syn_area_per_cell,23.00,um2
floorplan,core_util_floorplan,30.12,%
drt,dr.pass1.iters,5,
clock_network,numClockSinks,8297,
clock_network,cts.reportedPaths.clkPinSlew,60,ps
==> critical path: stages, from the launching register on <==
cell and delay [ps]:
dfxtp_1 640, o31ai_1 750, a21oi_1 180, o21ai_1 190, a211oi_2 100, o21ai_2 610, inv_2 300, nor3_1 260
clkdlybuf4s50_1 490
==> cell families after synthesis <==
logic type,count (synthesis),synth area share (%)
flops,8297,79.18
mux,2539,15.33
compound gates,1296,2.982
buf+inv,749,1.133
simple gates,713,1.183
xor+xnor,66,0.1840
fa+ha+maj,1,0.003982
==> stage by stage <==
step           util, %  power [mW]  instance area [um2]  hold slack [ps]  instances
2_1_floorplan        -       12.87               314100            417.2      13660
3_3_place_gp     32.18       13.15               335600            420.0      27690
3_5_place_dp     32.18       13.15               335600            423.7      27690
4_1_cts          34.65       22.88               361400            382.6      29200
5_1_grt          34.66       23.34               361500            407.0      29220
6_report         34.67       22.66               361600            368.1      29250
==> worst paths after layout <==
| path | from | end | slack [ps] |
|---|---|---|---|
| min | genblk1.cam_inst.row[4].slice[7].srl_mem[4] | genblk1.cam_inst.row[4].slice[7].srl_mem[5] | 370 |
| max | genblk1.cam_inst.match_many[27] | match_single[1] | 19730 |
| min reg2reg | genblk1.cam_inst.row[4].slice[7].srl_mem[4] | genblk1.cam_inst.row[4].slice[7].srl_mem[5] | 370 |
| max reg2reg | genblk1.cam_inst.state_reg[1] | genblk1.cam_inst.row[13].slice[8].srl_mem[7] | 25770 |
==> power breakdown <==
part           switching, mW  internal (mW)
Clock                   4.36           5.41
Combinational          0.406          0.184
Sequential           0.00301           12.3
==> layer usage <==
layer  up-vias  wire [um]
met5         -       1174
met4        73      28900
met3      1376     162200
met2      9339     349500
met1     75910     259500
li1      60810          -
==> layout by cell type (no fill, tap or decap), types with 88 or more instances in the layout <==
cell                n
nand4_1            88
a221oi_1          121
a22oi_1           436
nor2_1             99
nand2_1           168
clkinv_2          141
o21ai_0           123
mux2i_1           679
mux4_2           1803
clkdlybuf4s50_1   168
clkbuf_1          207
clkbuf_16         834
buf_4             576
edfxtp_1         8256
clkinv_1          211
o22ai_1           170
==> layout make-up <==
cell class                      count  area [um2]  share of cell area, %
Sequential cell                  8297      248700                  68.80
Multi-Input combinational cell   4615       62470                  17.28
Clock buffer                     1047       21730                  6.010
Tap cell                        13950       17450                  4.827
Timing Repair Buffer              810        6887                  1.905
Clock inverter                    463        4081                  1.129
Antenna cell                       42       105.1                0.02907
Inverter                           23       93.84                0.02595
No activity file was given, so power comes from the tool's default toggle rates.
